==> flow/config.mk <==
export PLATFORM = sky130hd
export DESIGN_NAME = Exercise1
export DESIGN_NICKNAME = Exercise1
export VERILOG_FILES = /design/flow/design.v
export SDC_FILE = /design/flow/constraint.sdc
export NUM_CORES = 4
export LEC_CHECK = 1
export CORE_AREA = 10 10 70 70
export DIE_AREA = 0 0 80 80
==> flow/constraint.sdc <==
current_design Exercise1

set clk_period 6.3
set clk_io_pct 0.2

create_clock -name clk0 -period $clk_period

set non_clock_inputs [all_inputs -no_clocks]
set_input_delay [expr $clk_period * $clk_io_pct] -clock clk0 $non_clock_inputs
set_output_delay [expr $clk_period * $clk_io_pct] -clock clk0 [all_outputs]
==> flow/design.v <==
module Exercise1 (
    input  logic [1:0] op,
    input  logic [7:0] a,
    input  logic [7:0] b,
    output logic [7:0] out
);
always_comb begin
  unique case (op)
    2'd0: out = a + b;
    2'd1: out = a - b;
    2'd2: out = a & b;
    2'd3: out = a | b;
    default: out = '0;
  endcase
end
endmodule
==> flow/run.sh <==
#!/bin/bash
# OpenROAD 26Q1-2900-gdf79404cd8, Yosys 0.63+post, stock flow scripts
make -C /OpenROAD-flow-scripts/flow DESIGN_CONFIG=/design/flow/config.mk WORK_HOME=/design/flow/orfs finish
==> results.json <==
{
  "outcome": "finished, final reports clean",
  "p_per_area_nw_per_um2": 101.0,
  "antenna_found_initial": 0,
  "hold_viol": 0,
  "slew_headroom_pct": 70.01,
  "fin_util_pct": 30.15,
  "yosys_warnings": 1,
  "leakagePower_uw": 0.0004116,
  "dp_slack_ns": 0.5324,
  "finalCritPeriodShare_pct": 90.88,
  "grt_usage_pct": 5.780,
  "worstSetupPathType": "input pin to output port",
  "io_buffers": 26,
  "avgSynthCellArea_um2": 7.420,
  "drive_above_1_share_pct": 5.691,
  "cpPeakStageDelay_ns": 0.70,
  "drc": 0,
  "drv_cap": 0,
  "ys_area_um2": 742.0,
  "nClkBuffers": 0,
  "wire_per_inst_um": 11.07,
  "die_w_um": 80,
  "n_antenna_cell": 0,
  "vias": 720,
  "startpoint": "op[0]",
  "ys_seq_share_pct": 0,
  "lay_top_count": "clkdlybuf4s50_1",
  "crit_slowest_cell": "clkdlybuf4s50_1",
  "routed_via_density": 4.260,
  "worstHoldStart": "a[0]",
  "chip_area_um2": 6400,
  "post_cts_resized": 0,
  "post-cts-setup-buffers": 0,
  "final_cell_mix": "clkdlybuf4s50_1, xnor2_1, ha_1, inv_1, nand2_1",
  "ant_nets": 0,
  "ir_drop_mv": 0.03104,
  "clock.fmax_mhz": 174.7,
  "layout_min_cycle_time_ns": 5.725,
  "cp_num_buf_inv": 2,
  "synth_cell_types": 33,
  "crit_path_frequent_cell": "clkdlybuf4s50_1",
  "grt_max_degree": 18,
  "finalWirelength_um": 1871,
  "grt_pass1_wl_um": 3187,
  "seqCellArea_um2": 0,
  "tool_warnings": 34,
  "ys_cells": 100,
  "place_congestion": 0.8986,
  "worst_setup_path_start_kind": "input pin",
  "maxSlewViolCount": 0,
  "crit_chain": "clkdlybuf4s50_1, nor2b_4, mux2i_1, ha_1, nor2b_1, o2111ai_1, nand3_1, a2111oi_2, nor3b_1, o311a_1, clkdlybuf4s50_1",
  "dr.pass1.iters": 3,
  "critical-path-top-delay-family": "buffers and inverters",
  "holdWs_ns": 3.727,
  "path_max_fanout": 9,
  "hold_buffers": 0,
  "worstPathRequired_ns": 5.04,
  "area_delta_synth_final_pct": 38.79,
  "worst_setup_path_end_kind": "output port",
  "tightest_slew_ns": 0.4465,
  "grt_overflow": 0,
  "hold_path.class": "input pin to output port",
  "dpl.hpwl_um": 1640,
  "netlist_instances": 100,
  "core_area_um2": 3416,
  "setup_tns_ns": 0,
  "rsz0062_at_grt": "no",
  "flops": 0,
  "setup_ws_ns": 0.5746,
  "nFillCells": 387,
  "io_pins": 26,
  "initCoreUtil_pct": 21.72,
  "grt_pass1_vias": 698,
  "num_rows": 21,
  "synth_area_um2": 742.0,
  "die_h_um": 80,
  "first_iter_violations": 16,
  "arrival_ns": 4.47,
  "setup_violations": 0
}
==> cell type report <==
| type | instances | area [µm²] | share of cell area [%] |
|---|---|---|---|
| Timing Repair Buffer | 27 | 267.8 | 26.00 |
| Multi-Input combinational cell | 87 | 670.6 | 65.13 |
| Inverter | 9 | 33.78 | 3.281 |
| Tap cell | 46 | 57.56 | 5.589 |
==> logic make-up (layout without fill, tap and decap cells) <==
family | Yosys count | in the layout | synth area share (%)
AOI/OAI and AO/OA | 23 | 23 | 21.42
muxes | 4 | 4 | 5.565
xor gates and xnor gates | 12 | 12 | 14.17
and+or+nand+nor | 31 | 31 | 21.59
adders and majority gates | 17 | 17 | 27.66
buffers and inverters | 13 | 36 | 9.611
==> through the flow <==
| stage | total power (µW) | instance area, µm² | instances |
|---|---|---|---|
| finish | 104.0 | 1030 | 169 |
| global route | 118.5 | 1030 | 169 |
| CTS | 106.2 | 1030 | 169 |
| detailed placement | 105.6 | 1030 | 169 |
| global placement | 105.4 | 1030 | 169 |
| floorplan | 62.88 | 742.0 | 100 |
==> path summary, 6_finish.rpt <==
check	to	cells after the start
setup / recovery	out[7]	11
hold / removal	out[0]	5
==> synth_stat cells (2+ instances only) <==
library cell	n	area share (%)
a21o_1	2	2.0
o21ai_0	7	4.7
maj3_1	6	8.1
nand2_1	9	4.6
xnor2_1	10	12
a21oi_1	6	4.0
nor2_1	8	4.0
ha_1	10	17
inv_1	9	4.6
buf_6	3	4.6
mux2i_1	3	4.0
a31oi_1	2	1.7
nor3_1	4	2.7
xor2_1	2	2.4
==> report_power, final <==
part | switching, µW | total (µW) | internal (µW) | leakage, µW
Sequential | 0 | 0 | 0 | 0
Clock | 0 | 0 | 0 | 0
Combinational | 44.3 | 104 | 59.7 | 0.000412
==> routing by layer <==
layer	vias to the layer above	track usage [%]	routed length, µm
met5	-	0	0
met4	0	0.1761	0
met3	0	0.5682	66
met2	17	9.149	778
met1	301	8.604	1026
li1	402	-	-
Power figures rest on the tool's default switching activity, not on a simulated workload.
