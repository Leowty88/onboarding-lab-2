==> ./design.v <==
module Mystery2 (
    input clk,
    input nReset,
    input [7:0] a_in,
    input [7:0] b_in,
    output logic [15:0] out
);
  logic [1:0] count;
  always_ff @(posedge clk)
    if (!nReset) begin
      out   <= {a_in, b_in};
      count <= 0;
    end else begin
      case (count)
        0: out <= {out[7:0], out[15:8]};
        1: out <= {out[7:0], a_in};
        2: out <= {b_in, out[15:8]};
        3: out <= {out[3:0], out[7:4], out[11:8], out[15:12]};
      endcase
      count <= count + 1;
    end
endmodule
==> ./run.sh <==
#!/bin/bash
# OpenROAD 26Q1-2900-gdf79404cd8, Yosys 0.63+post, stock flow scripts
make -C /OpenROAD-flow-scripts/flow DESIGN_CONFIG=/design/flow/config.mk WORK_HOME=/design/flow/orfs finish
==> ./config.mk <==
export PLATFORM = sky130hd
export DESIGN_NAME = Mystery2
export DESIGN_NICKNAME = Mystery2
export VERILOG_FILES = /design/flow/design.v
export SDC_FILE = /design/flow/constraint.sdc
export NUM_CORES = 4
export LEC_CHECK = 1
export CORE_AREA = 10 10 99 99
export DIE_AREA = 0 0 109 109
==> ./constraint.sdc <==
current_design Mystery2

set clk_period 2.8
set clk_io_pct 0.2

create_clock -name clk0 -period $clk_period [get_ports {clk}]

set non_clock_inputs [all_inputs -no_clocks]
set_input_delay [expr $clk_period * $clk_io_pct] -clock clk0 $non_clock_inputs
set_output_delay [expr $clk_period * $clk_io_pct] -clock clk0 [all_outputs]
==> flow_metrics.py <==
# Synthesis and PnR figures
metrics = {
    "run_status": {
        "outcome": "finished, final reports clean",
    },
    "clock_tree": {
        "cts.repair_timing.setup_buffer_count": 0,
        "cts_htree_levels": 1,
        "clk_transition_reported_paths_ns": 0.07,
        "clkSinkCount": 18,
        "cts_hold_repair.buffers": 0,
        "cts_inserted_buffers": 3,
        "clock_tree_from_tritoncts": "yes",
        "clkLatencyLatePin_ns": 0.25,
        "cts_resized": 0,
        "clock_tree.root_cell": "clkbuf_8",
        "clockBufferDepth": 2,
    },
    "global_routing": {
        "global_route.overflow_total": 0,
        "grt_max_degree": 19,
        "grt_antenna_before_repair": 0,
        "grt_pass1_vias": 895,
        "grt_usage": 0.0536,
        "global_route_wire_length_before_repair_um": 5070,
    },
    "synthesis": {
        "post_synth_num_cell_types": 15,
        "yosys-stat-cells": 105,
        "synthesis.instances": 105,
        "count_of_warnings_emitted_by_yosys": 1,
        "yosys.area.top_type_share": 0.344,
        "netlist_top_cells_area": "dfxtp_1 34%, o221ai_2 14%, a22oi_1 11%",
        "yosys_register_bits": 18,
        "synth_area_leader_cell": "dfxtp_1",
        "synth_seq_share": 0.344,
        "synth.yosys.chip_area_mm2": 0.00105,
        "syn_avg_cell_area_um2": 9.97,
        "post_synth_instance_area_mm2": 0.00105,
    },
    "layout": {
        "dominant_logic_cell_types_in_the_final_layout": "33 x clkdlybuf4s50_1, 18 x inv_1, 18 x dfxtp_1, 16 x a22oi_1, 16 x o211ai_1",
        "final_cell_area_mm2": 0.00148,
        "area.growth.synth_to_final_pct": 40.9,
        "fillCellCount": 822,
        "fraction_of_final_layout_cells_sized_beyond_drive_strength_1": 0.131,
        "post-route-util": 0.191,
        "final_layout_top_logic_cell": "clkdlybuf4s50_1",
    },
    "route": {
        "route.vias.total": 927,
        "finalWirelength_um": 3200,
        "vias_per_cell": 4.00,
        "drtPass1Iterations": 4,
        "diodes": 0,
        "post_drt_antenna_nets": 0,
        "drc": 0,
        "drtIter0Drc": 128,
        "drt-wirelength-per-cell_um": 13.8,
    },
    "final_timing": {
        "setup_viol_count_final": 0,
        "unrepaired_setup_endpoints_after_global_routing": "false",
        "max_freq_mhz": 586,
        "layout_min_cycle_time_ns": 1.71,
        "worstMarginPinSlew_ns": 0.617,
        "finalClockSkew_ns": 0.00149,
        "finalHoldViolCount": 0,
        "slew_viol_final": 0,
        "tns_ns": 0,
        "slew_headroom": 0.589,
        "layout_worst_path_cycle_share": 0.610,
        "hold_slack_ns": 0.488,
    },
    "floorplan": {
        "fp-row-count": 32,
        "die_x_size_um": 109,
        "die_h_um": 109,
        "floorplan.core_area_mm2": 0.00773,
        "floorplan.initialDensity": 0.136,
        "design.portCount": 34,
        "chip_area_mm2": 0.0119,
    },
    "critical_path": {
        "critPathBufInv": 1,
        "critical_path.max_fanout": 3,
        "cpPeakStageDelay_ns": 0.51,
        "cp_cell_instances": "clkdlybuf4s50_1",
        "worstPathRequired_ns": 2.24,
        "cp_top_family": "buffers and inverters",
        "worst_ep_arrival_time_ns": 1.15,
        "cp-start-kind": "flop",
        "worst_setup_path_end_kind": "primary output",
        "timing.critical_path.slowest_stage_cell": "clkdlybuf4s50_1",
        "path_class": "reg2out",
    },
    "run": {
        "tool_warnings": 28,
        "cap_viol_max_count": 0,
    },
    "worst_hold_path": {
        "min_path_type": "reg2reg",
    },
    "placed_design": {
        "buffer_ports.inserted": 33,
        "post-dp-hpwl_um": 2400,
        "placedInstanceArea_mm2": 0.00142,
        "gp_routability_congestion": 0.761,
    },
    "power": {
        "vdd_drop_max_mv": 0.223,
        "power.static_leakage_nw": 0.518,
        "p_per_area_mw_per_mm2": 487,
    },
}
cells by family after synthesis:
kind of cell | count (synthesis) | synth area share
AND-OR/OR-AND | 48 | 0.423
buffers and inverters | 32 | 0.160
flip-flops | 18 | 0.344
adder cells (fa/ha/maj) | 4 | 0.0478
AND/OR/NAND/NOR | 3 | 0.0251
state kept, by name (all words and copies together) (netlist names):
signal / cells
out: 16
count: 2
final cells by class:
class                      instances  area, um^2  area share
clock buffer                       4        55.1      0.0373
inverter                          18        67.6      0.0458
multi-input combinational         55         519       0.352
sequential                        18         360       0.244
tap                              102         128      0.0865
timing repair buffer              35         345       0.234
Yosys cell counts:
library cell	instances
a22oi_1	16
clkbuf_2	3
buf_12	1
nor2b_1	1
o221ai_2	10
nand2b_4	1
and2_1	1
inv_1	18
ha_1	4
dfxtp_1	18
o211ai_1	16
buf_6	2
buf_2	7
o221ai_1	6
buf_4	1
routing by layer:
metal | vias to the layer above | GRT usage | wire [um]
li1 | 454 | - | -
met1 | 440 | 0.0707 | 1450
met2 | 31 | 0.0853 | 1490
met3 | 2 | 0.0215 | 246
met4 | 0 | 0.00188 | 15
met5 | - | 0 | 0
through the flow:
stage	std cells	power (mW)	setup WS (ns)
after floorplan	105	0.416	1.48
after global placement	228	0.513	0.907
after detailed placement	228	0.512	0.908
after CTS	232	0.727	1.09
after global routing	232	0.760	0.948
final	232	0.718	1.09
worst paths after layout:
path,cells after the start,slack (ns),to,from
min reg2reg,1,0.49,count[0]$_SDFF_PN0_,count[0]$_SDFF_PN0_
max,1,1.09,out[10],out[10]$_DFF_P_
min,1,0.49,count[0]$_SDFF_PN0_,count[0]$_SDFF_PN0_
max reg2reg,4,1.10,out[15]$_DFF_P_,count[0]$_SDFF_PN0_
where the power goes:
part	total [mW]	leakage, nW	internal, mW	switching, mW
Combinational	0.189	0.338	0.110	0.0795
Sequential	0.315	0.151	0.287	0.0283
Clock	0.214	0.0288	0.125	0.0893
Total	0.718	0.518	0.521	0.197
No activity file was given, so power comes from the tool's default toggle rates.
