File: /design/flow/run.sh
#!/bin/bash
# OpenROAD 26Q1-2900-gdf79404cd8, Yosys 0.63+post, stock flow scripts
make -C /OpenROAD-flow-scripts/flow DESIGN_CONFIG=/design/flow/config.mk WORK_HOME=/design/flow/orfs finish
File: /design/flow/config.mk
export PLATFORM = sky130hd
export DESIGN_NAME = Exercise3
export DESIGN_NICKNAME = Exercise3
export VERILOG_FILES = /design/flow/design.v
export SDC_FILE = /design/flow/constraint.sdc
export NUM_CORES = 4
export LEC_CHECK = 1
export CORE_AREA = 10 10 95 95
export DIE_AREA = 0 0 105 105
File: /design/flow/constraint.sdc
current_design Exercise3

set clk_period 2.7
set clk_io_pct 0.2

create_clock -name clk0 -period $clk_period [get_ports {clk}]

set non_clock_inputs [all_inputs -no_clocks]
set_input_delay [expr $clk_period * $clk_io_pct] -clock clk0 $non_clock_inputs
set_output_delay [expr $clk_period * $clk_io_pct] -clock clk0 [all_outputs]
File: /design/flow/design.v
module Exercise3 (
    input  logic        clk,
    input  logic        nReset,    
    input  logic [3:0]  a,
    input  logic [15:0] b,
    input  logic [15:0] c,
    output logic [15:0] out
);
  function automatic logic [7:0] mystery1(input logic [1:0] a2,
                                          input logic [7:0] b8,
                                          input logic [7:0] c8);
    begin
      unique case (a2)
        2'd0: mystery1 = b8;
        2'd1: mystery1 = {b8[3:0], c8[7:4]};  
        2'd2: mystery1 = c8;
        default: begin
          mystery1 = {a2, c8[2:0], b8[2:0]};
        end
      endcase
    end
  endfunction
  logic [7:0] a_in, b_in;
  always_comb begin
    a_in = mystery1(a[1:0], b[7:0],  c[7:0]);
    b_in = mystery1(a[3:2], b[15:8], c[15:8]);
  end
  logic [1:0] count;
  always_ff @(posedge clk) begin
    if (!nReset) begin
      out   <= {a_in, b_in};
      count <= 2'd0;
    end else begin
      unique case (count)
        2'd0: begin
          out <= {out[7:0], out[15:8]};
        end
        2'd1: begin
          out <= {out[7:0], a_in};
        end
        2'd2: begin
          out <= {b_in, out[15:8]};
        end
        default: begin
          out <= { out[3:0], out[7:4], out[11:8], out[15:12] };
        end
      endcase
      count <= count + 2'd1;  
    end
  end
endmodule
==> flow_summary.toml <==
# synthesis and place-and-route metrics
[placed_design]
portBuffers = 53
place_area_sq_um = 2130
gp_congestion = 0.816
hpwl_um = 4010

[worst_setup_path]
endpoint_kind = "flip-flop"
path_buffers = 1
cp.arrival_ns = 2.24
max_stage_delay_ns = 0.69
crit_slowest_cell = "clkdlybuf4s50_1"
crit_fanout = 9
crit_type = "in -> reg"
ff2ff_setup_slack_ns = 0.76
path_delay_family = "buffers and inverters"
start_kind = "primary input"
required_ns = 2.84
crit_chain = "clkdlybuf4s50_1 -> mux2_2 -> a221oi_2 -> a21oi_1 -> a221o_1"

[yosys]
ys_ff = 18
avgSynthCellArea_sq_um = 8.54
ys_cells = 180
yosysTopAreaCellShare_pct = 23.4
yosysSeqAreaShare_pct = 23.4
ys_area_sq_um = 1540
edf_count = 0
ys_async_sr_fraction_pct = 0
synth-main-ff-cell = "dfxtp_1"
yosysTopAreaCell = "dfxtp_1"
syn_inst = 180
synth.distinct_cells = 37
netlist_area_sq_um = 1540
area_leaders = "dfxtp_1 (23%), mux2i_1 (12%), mux2_2 (7.3%)"
yosys_warnings = 1

[sta]
finalSetupViolCount = 0
rsz0062_at_grt = "no"
worstMarginPinSlew_ns = 0.468
slew_headroom_pct = 68.8
fin_worst_skew_ns = 0.00824
maxSlewViolCount = 0
max_freq_mhz = 476
fin_crit_ns = 2.10
hold_viol_final = 0
finalSetupTns_ns = 0
finalClockPeriodUsage_pct = 77.9

[die]
coreArea_sq_um = 6910
die_w_um = 105
dieArea_sq_um = 11000
initCoreUtil_pct = 22.3
placementRows = 30
dieHeight_um = 105
ioPinCount = 54

[clocking]
cts_max_level = 1
clockRootBuffer = "clkbuf_8"
hold_buffers = 0
clock_sinks = 18
cts_tree = "yes"
clock_latency_ns = 0.26
numCtsBuffers = 3
post_cts_buffers = 0
clk_pin_slew_ns = 0.07
clock_path_buffers = 2
postCtsResizedCells = 0

[routing]
drc = 0
postRouteAntennaNets = 0
viasPerCell = 4.65
antenna_cells = 0
first_iter_violations = 114
first_pass_iters = 4
num_vias = 1506
wl_um = 4850
post_drt_wl_per_cell_um = 15.0

[grt]
grt_usage_pct = 8.26
grt_pass1_wl_um = 7710
grt_pass1_vias = 1490
overflow = 0
antenna_found_initial = 0
grt_max_degree = 21

[power]
power_frac_comb_pct = 39.1
switching_share_pct = 29.3
total_power_mw = 0.931
cellLeakagePower_nw = 0.863
p_seq_share_pct = 37.2
ir_worst_vdd_mv = 0.203
powerDensity_nw_per_um2 = 426
power_frac_clock_pct = 23.7
p_switching_mw = 0.273
internal_power_mw = 0.658

[flow_run]
drv_cap = 0
warnings = 28

[cells_and_area]
design_area_sq_um = 2190
final_cell_mix = "clkdlybuf4s50_1 (53), o21ai_0 (18), mux2i_1 (18), dfxtp_1 (18), mux2_2 (10)"
layout-drive-gt1-share_pct = 13.2
area_delta_synth_final_pct = 42.2
lay_top_count = "clkdlybuf4s50_1"

[status]
status = "completed"

[worst_hold_path]
hold_path_class = "reg -> reg"
==> logic make-up after synthesis <==
kind of cell | synth area share (%)
AOI/OAI and AO/OA | 31.8
and+or+nand+nor | 12.2
muxes | 20.7
buffers and inverters | 8.54
DFF | 23.4
adders and majority gates | 3.25
==> cells in the mapped netlist (3+ instances only) <==
| library cell | count |
|---|---|
| nand2_1 | 9 |
| mux2i_1 | 18 |
| buf_6 | 5 |
| nor2b_1 | 3 |
| a21oi_1 | 8 |
| a211oi_1 | 4 |
| a221o_1 | 4 |
| o21ai_0 | 18 |
| a31oi_1 | 8 |
| dfxtp_1 | 18 |
| mux2_2 | 10 |
| o22ai_1 | 8 |
| inv_1 | 6 |
| a22o_1 | 3 |
| a221oi_2 | 4 |
| a21o_1 | 3 |
| nor2_1 | 5 |
| nand2b_1 | 3 |
| clkbuf_1 | 5 |
| ha_1 | 4 |
| o211ai_1 | 3 |
| or3_1 | 4 |
| nand3_1 | 4 |
| buf_2 | 3 |
==> path summary, 6_finish.rpt <==
path | from | endpoint | cells past startpoint
hold reg to reg | count[0] | count[0] | 1
setup / recovery | a[2] | out[13] | 5
hold / removal | count[0] | count[0] | 1
setup reg to reg | count[0] | out[4] | 6
==> stage by stage <==
step	util [%]	hold slack (ns)	setup WS, ns	instances
2_1_floorplan	-	0.440	0.937	180
4_1_cts	31.7	0.487	0.593	324
3_3_place_gp	30.9	0.461	0.372	320
3_5_place_dp	30.9	0.469	0.325	320
6_report	31.7	0.481	0.598	324
5_1_grt	31.7	0.504	0.503	324
==> power groups by stage <==
stage / Sequential [mW] / Clock [mW] / Combinational [mW]
4_1_cts: 0.348 / 0.227 / 0.369
5_1_grt: 0.352 / 0.236 / 0.403
6_report: 0.347 / 0.220 / 0.364
==> final cells by class <==
cell class              count  area, sq um
clock buffers               4         55.1
multi-input cells         140         1050
well taps                  96          120
flip-flops and latches     18          360
inverters                   6         22.5
fillers                   746         4720
repair buffers             60          583
==> layer usage <==
metal  routed length, um  GRT usage (%)  vias up
met5                   0              0        -
met4                  49           1.08        0
met3                 260           1.68        4
met2                1790           11.5       56
met1                2750           12.9      666
li1                    -              -      780
==> state kept, by name, summed over array words and instances, names as in the netlist <==
name   cells
count      2
out       16
Power and IR drop assume default switching activity.
